===== flow/config.mk =====
export PLATFORM = sky130hd
export DESIGN_NAME = fdiv
export DESIGN_NICKNAME = fdiv
export VERILOG_FILES = /design/flow/design.v
export SDC_FILE = /design/flow/constraint.sdc
export NUM_CORES = 4
export LEC_CHECK = 1
export CORE_UTILIZATION = 30

===== flow/constraint.sdc =====
current_design fdiv

set clk_period 4.9
set clk_io_pct 0.2

create_clock -name clk0 -period $clk_period [get_ports {clock}]

set non_clock_inputs [all_inputs -no_clocks]
set_input_delay [expr $clk_period * $clk_io_pct] -clock clk0 $non_clock_inputs
set_output_delay [expr $clk_period * $clk_io_pct] -clock clk0 [all_outputs]

===== flow/design.v =====
module fdiv(
  input clock, reset,
  output reg out_clock
  );
  reg [31:0] count;
  wire [31:0] hertz;
  parameter clock_hz = 32'd50000000;
  parameter hz = 32'd1;
  initial out_clock = 32'b0;
  initial count = 32'b0;
  assign hertz = clock_hz / (hz * 2);
  always @(posedge clock, posedge reset)
  begin
    if (reset == 1'b1) 
        begin
        count <= 32'b0;
        out_clock <= 32'b0;
      end
    else if (count == hertz) 
    begin
        count <= 32'b0;
        out_clock = ~out_clock;
    end
    else begin
        count <= count + 1;
        out_clock <= out_clock;
      end
  end  
endmodule

===== flow/run.sh =====
#!/bin/bash
# OpenROAD 26Q1-2900-gdf79404cd8, Yosys 0.63+post, stock flow scripts
make -C /OpenROAD-flow-scripts/flow DESIGN_CONFIG=/design/flow/config.mk WORK_HOME=/design/flow/orfs finish

==> results.ini <==
[final_timing]
slew_violations = 0
finalSetupTns_ns = 0
slew_headroom_pct = 43.3
period_needed_ns = 2.21
whs_ns = 0.473
worst_pin_slew_ns = 0.845
fmaxAchievable_ghz = 0.452
setup_violations = 0
skew_ns = 0.00568
rsz0062_at_grt = false
min_period_over_period_pct = 45.2
hold_viol = 0

[cells_and_area]
filler_cell_count = 540
areaGrowthSynthToFinish_pct = 12.2
drive_gt1_share_pct = 9.47
finalNonFillerCells = 239

[yosys]
simple_gate_share_pct = 26.4
mux_share_pct = 0
synth-main-ff-cell = dfrtp_1
synth_flops = 33
adder_share_pct = 1.55
yosys-stat-area_sq_mm = 0.00162
largest_area_cell = dfrtp_1
synth.avg_cell_area_sq_um = 10.1
yosys_warnings = 1
compound_area_share_pct = 5.33
synth_cells = 160
synthesis.area_sq_mm = 0.00162
topCellsByArea = dfrtp_1 (51%), xnor2_1 (10%), nand4_1 (4.3%), nor2_1 (3.9%), nand3_1 (3.7%)
synth-xor-area-share_pct = 13.0
synth_cell_type_count = 29
logic_family = simple AND/OR/NAND/NOR gates
synth_seq_share_pct = 51.0
edf_count = 0
synth_top_area_share_pct = 51.0
async_flop_share_pct = 100
yosysCellCount = 160

[place]
gp_congestion = 0.797
placed_cells = 231
hpwl_mm = 1.98
io_buffer_count = 2

[power]
power_mw = 0.472
ir_drop_v = 0.000161
p_per_area_mw_per_mm2 = 260
p_leak_nw = 0.717

[cts]
cts_tree = built
cts_buffers = 5
ctsRootBufferMaster = clkbuf_8
clock_sinks = 33
clockBufferDepth = 2
clk_pin_slew_worst_paths_ns = 0.07
post_cts_resized = 0
cts_hold_buf = 0
clock.latency.late_pin_ns = 0.29
post-cts-setup-buffers = 0
htree_levels = 2

[run]
warnings = 26
maxCapViolations = 0

[critical_path]
r2r_end = count[24]
required_ns = 5.12
startpoint_type = flip-flop
timing.reg2reg.setup_slack_ns = 2.69
endpoint_kind = flip-flop
regToRegStartpoint = count[0]
critPathArrivalTime_ns = 2.43
critPathMaxStageDelay_ns = 0.59
critical_path.max_fanout = 9
critPathKind = reg -> reg
crit_chain = ha_1, nand4_1, or4_1, or4_4, a21oi_2
slowest_stage = or4_1
r2r_cells = 5

[global_route]
grt_pass1_vias = 1106
grt-ovfl-total = 0
grt_max_degree = 34
grt_pass1_wl_mm = 5.21
grt_usage_pct = 12.4
antenna_found_initial = 0

[die]
row_count = 26
fp_util_pct = 31.5
die_w_um = 75.5
design.portCount = 3
die-area_sq_mm = 0.00569
die_y_um = 75.5
core_area_sq_mm = 0.00514

[drt]
wirelength_mm = 2.91
vias = 1159
insertedDiodeCount = 0
dr.pass1.iters = 4
drt_iter0_markers = 46
detail-route-antenna-nets = 0
wl_per_cell_um = 12.2
route.detailed.drc = 0
vias_per_cell = 4.85

[min_path]
hold_depth = 1
min_from = out_clock
hold_class = reg -> reg
whs_endpoint = out_clock

[status]
status = finished, final reports clean

## sequential cells by signal, summed over array words and instances, names as in the netlist
signal     cells
count         32
out_clock      1
## worst max path at each step
| stage | startpoint | end | slack, ns |
|---|---|---|---|
| 5_1_grt | count[0] | count[24] | 2.54 |
| 4_1_cts | count[0] | count[24] | 2.68 |
| 6_report | count[0] | count[24] | 2.69 |
## kinds of logic (layout without fill, tap and decap cells)
kind of cell    count (synthesis)  in the layout
simple gates                   76             76
buf+inv                        11             20
compound gates                 14             14
xor+xnor                       24             24
fa+ha+maj                       2              2
flops                          33             33
## cells in the mapped netlist, types with 2 or more instances
master and count:
clkbuf_1 2, nor2_1 17, nand2_1 9, nand4_1 11, nor4b_1 2, a21oi_1 6, dfrtp_1 33, nor3_1 3
a31o_2 2, buf_2 2, nand3_2 2, ha_1 2, inv_1 7, and3_1 3, or4_1 2, xnor2_1 19
o31ai_1 2, nand3_1 12, nor4_1 7, xor2_1 5, or3_1 2, o21ai_0 3
## per-stage QoR
stage | instance area (sq um) | setup slack, ns | utilization (%)
finish | 1820 | 2.69 | 35.3
global route | 1820 | 2.54 | 35.3
CTS | 1820 | 2.68 | 35.3
detailed placement | 1740 | 2.69 | 33.8
global placement | 1740 | 2.75 | 33.8
floorplan | 1620 | 2.86 | -
## report_power, final
group          internal [mW]  switching [mW]
Clock                  0.101          0.0926
Combinational        0.00127         0.00513
Sequential             0.272               0
## critical path: cells and delay by family (launching register included)
| family | cells | cell delay (ns) |
|---|---|---|
| simple gates | 3 | 1.36 |
| flops | 1 | 0.40 |
| fa+ha+maj | 1 | 0.25 |
| compound gates | 1 | 0.14 |
## cell type report
class	count	area (sq um)	area share, %
flip-flops and latches	33	826	45.5
multi-input cells	116	754	41.5
repair buffers	5	42.5	2.34
clock buffers	8	80.1	4.41
inverters	7	26.3	1.45
well taps	70	87.6	4.82
## layer usage
| layer | track usage, % | share of wire (%) |
|---|---|---|
| met5 | 0 | 0 |
| met4 | 1.85 | 1.9 |
| met3 | 3.49 | 3.5 |
| met2 | 17.4 | 42 |
| met1 | 20.3 | 53 |
## placed cells by master (no fill, tap or decap), types with 2 or more instances in the layout
cell             netlist  layout
clkdlybuf4s50_1        0       2
or4_1                  2       2
nor2_1                17      17
nand4_1               11      11
nor4_1                 7       7
nor4b_1                2       2
nand3_2                2       2
nor3_1                 3       2
o31ai_1                2       2
ha_1                   2       2
a21oi_1                6       6
dfrtp_1               33      33
xnor2_1               19      19
xor2_1                 5       5
or3_1                  2       2
clkbuf_8               0       5
and3_1                 3       3
inv_1                  7       7
clkbuf_1               2       3
nand2_1                9       9
a31o_2                 2       2
nand3_1               12      12
o21ai_0                3       3
buf_4                  0       3
